### run.sh
#!/bin/bash
# OpenROAD 26Q1-2900-gdf79404cd8, Yosys 0.63+post, stock flow scripts
make -C /OpenROAD-flow-scripts/flow DESIGN_CONFIG=/design/flow/config.mk WORK_HOME=/design/flow/orfs finish
### config.mk
export PLATFORM = sky130hd
export DESIGN_NAME = Comb
export DESIGN_NICKNAME = Comb
export VERILOG_FILES = /design/flow/design.v
export SDC_FILE = /design/flow/constraint.sdc
export NUM_CORES = 4
export LEC_CHECK = 1
export CORE_AREA = 10 10 87 87
export DIE_AREA = 0 0 97 97
### constraint.sdc
current_design Comb

set clk_period 6.5
set clk_io_pct 0.2

create_clock -name clk0 -period $clk_period [get_ports {clock}]

set non_clock_inputs [all_inputs -no_clocks]
set_input_delay [expr $clk_period * $clk_io_pct] -clock clk0 $non_clock_inputs
set_output_delay [expr $clk_period * $clk_io_pct] -clock clk0 [all_outputs]
### design.v
module Comb(  
  input         clock,  
  input         reset,  
  input  [11:0] io_in,  
  output [11:0] io_out  
);
  reg [11:0] delay;  
  reg [31:0] _RAND_0;
  wire [12:0] _T_10;  
  wire [11:0] _T_11;  
  assign _T_10 = $signed(io_in) - $signed(delay);  
  assign _T_11 = _T_10[11:0];  
  assign io_out = $signed(_T_11);  
  always @(posedge clock) begin
    delay <= io_in;
  end
endmodule
==> impl_metrics.py <==
# Generated from Yosys and OpenROAD reports
metrics = {
    "run_status": {
        "run_status": "finished, final reports clean",
    },
    "critical_path": {
        "crit_type": "in2out",
        "crit_fanout": 3,
        "crit_required_ns": 5.20,
        "crit_path_end": "io_out[8]",
        "cp-startpoint": "io_in[0]",
        "end_kind": "output pin",
        "cp-start-kind": "input pin",
        "arrival_ns": 3.81,
    },
    "timing": {
        "worst_slew_pin_slew_ns": 0.282,
        "setup_viol": 0,
        "setup_tns_ns": 0,
        "setup_ws_ns": 1.39,
        "hold_viol": 0,
        "post-route-min-period_ns": 5.11,
        "slew_violations": 0,
        "period_used_pct": 78.7,
        "rsz0062_at_grt": "no",
        "timing.slew.headroom_pct": 81.0,
        "max_freq_mhz": 196,
    },
    "layout": {
        "layout.cells.non_filler": 190,
        "design_area_um2": 1170,
        "syn_to_final_growth_pct": 49.0,
        "drive_above_1_share_pct": 6.78,
        "largest-register": "delay",
        "fillCellCount": 634,
        "final_util_pct": 20.8,
        "top_regs": "delay: 12 flops",
        "largest_register_ffs": 12,
    },
    "global_route": {
        "gr-total-overflow": 0,
        "grt_max_degree": 8,
        "grt_pass1_vias": 658,
        "track_usage_pct": 3.97,
        "grt_pass1_wl_um": 3140,
        "antenna_found_initial": 0,
    },
    "routing": {
        "totalWireLength_um": 1880,
        "drt-initial-drc-count": 20,
        "dr.pass1.iters": 2,
        "drtAntennaViolNets": 0,
        "via_per_inst": 3.52,
        "insertedDiodeCount": 0,
        "drt-wirelength-per-cell_um": 9.91,
        "dr_total_vias": 668,
        "drc": 0,
    },
    "synth": {
        "ys_area_um2": 786,
        "synthSimpleGateAreaFrac_pct": 12.4,
        "xor_area_share_pct": 10.0,
        "syn_inst": 90,
        "yosys.stat.seqShare_pct": 30.6,
        "ys_cells": 90,
        "yosys_warnings": 1,
        "netlist_logic_family_top": "adder cells",
        "ys_sh_adder_pct": 20.1,
        "yosysUniqueCellTypes": 28,
        "ys_ff": 12,
        "netlist_area_um2": 786,
        "ys_sh_mux_pct": 0,
        "synthAoiAreaFrac_pct": 19.7,
        "syn_avg_cell_area_um2": 8.73,
    },
    "placement": {
        "post-place-ws_ns": 1.36,
        "placed_cell_area_um2": 1120,
        "detailed_place_hpwl_um": 1590,
        "gp_congestion": 0.796,
        "portBuffers": 24,
        "placed_cells": 186,
    },
    "hold_path": {
        "hold_path_class": "in2reg",
        "holdPathStages": 1,
    },
    "floorplan": {
        "dieArea_um2": 9410,
        "die_w_um": 97,
        "placementRows": 27,
        "die.size.y_um": 97,
        "fp_util_pct": 13.9,
        "core_um2": 5640,
        "io_pins": 26,
    },
    "clock_tree": {
        "cts_buffer_depth": 2,
        "htreeDepth": 1,
        "clk_pin_slew_ns": 0.05,
        "numCtsBuffers": 3,
        "cts_hold_buf": 0,
        "root_buffer": "clkbuf_8",
        "postCtsResizedCells": 0,
        "cts_sinks": 12,
        "post_cts_buffers": 0,
        "cts_tree": "yes",
    },
    "pwr": {
        "power_density_nw_per_um2": 210,
        "ir_worst_vdd_v": 0.0000859,
        "p_leak_uw": 0.000510,
    },
    "job": {
        "max-cap-violations": 0,
        "warnings": 26,
    },
}
[cells in the mapped netlist]
| master | instances | area (um2) |
|---|---|---|
| a211oi_1 | 2 | 15.0 |
| a21o_1 | 1 | 7.51 |
| a21oi_1 | 5 | 25.0 |
| a21oi_2 | 1 | 8.76 |
| dfxtp_1 | 12 | 240 |
| fa_1 | 1 | 20.0 |
| ha_1 | 11 | 138 |
| inv_1 | 15 | 56.3 |
| nand2_1 | 5 | 18.8 |
| nand2b_1 | 1 | 6.26 |
| nand2b_2 | 1 | 8.76 |
| nand4_1 | 1 | 6.26 |
| nor2_1 | 7 | 26.3 |
| nor2b_1 | 2 | 12.5 |
| nor3_1 | 1 | 5.00 |
| o21a_1 | 3 | 22.5 |
| o21ai_0 | 1 | 5.00 |
| o21ai_1 | 2 | 10.0 |
| o21ai_2 | 2 | 17.5 |
| o22ai_1 | 1 | 6.26 |
| o31a_1 | 1 | 8.76 |
| o31ai_1 | 1 | 7.51 |
| o32a_1 | 1 | 10.0 |
| o41a_1 | 1 | 11.3 |
| or3_1 | 1 | 6.26 |
| or4_1 | 1 | 7.51 |
| xnor2_1 | 5 | 43.8 |
| xor2_1 | 4 | 35.0 |
[cell families after synthesis]
group / after synthesis
adder cells (fa/ha/maj): 12
flip-flops: 12
AND/OR/NAND/NOR: 20
AND-OR/OR-AND: 22
XOR/XNOR: 9
buffers and inverters: 15
[per-layer routing]
| layer | up-vias | track usage, % | wire [um] |
|---|---|---|---|
| met5 | - | 0 | 0 |
| met4 | 0 | 0.225 | 10 |
| met3 | 2 | 2.22 | 166 |
| met2 | 16 | 6.24 | 794 |
| met1 | 283 | 4.85 | 909 |
| li1 | 367 | - | - |
[worst min path at each step]
stage	endpoint	start	slack (ns)
CTS	delay[0]	io_in[0]	1.53
global route	delay[3]	io_in[3]	1.54
finish	delay[0]	io_in[0]	1.53
[cell type report]
| class | instances | area, um2 | area share (%) |
|---|---|---|---|
| inverters | 15 | 56.3 | 4.81 |
| flip-flops and latches | 12 | 240 | 20.5 |
| clock buffers | 4 | 55.1 | 4.70 |
| multi-input cells | 63 | 489 | 41.8 |
| well taps | 72 | 90.1 | 7.69 |
| repair buffers | 24 | 240 | 20.5 |
[placed cells by master (no fill, tap or decap), types with 2 or more instances in the layout]
cell type	instances
clkdlybuf4s50_1	24
inv_1	15
dfxtp_1	12
ha_1	11
nor2_1	7
nand2_1	5
a21oi_1	5
xnor2_1	5
xor2_1	4
clkbuf_8	4
o21a_1	3
nor2b_1	2
o21ai_2	2
a211oi_1	2
o21ai_1	2
[worst max-delay path: stages]
cell and delay [ns]:
clkdlybuf4s50_1 0.47, inv_1 0.04, ha_1 0.22, fa_1 0.41
nand2b_2 0.22, a21oi_1 0.19, o21a_1 0.17, o41a_1 0.14
xor2_1 0.16, clkdlybuf4s50_1 0.49
[power by group]
group	internal [uW]	switching [uW]	total (uW)	leakage [uW]
logic	53.3	32.9	86.2	0.000380
registers	77.6	1.11	78.7	0.000101
clock network	53.5	28.1	81.7	0.0000288
total	184	62.1	247	0.000510
[through the flow]
stage	hold WS [ns]	total power, uW
global placement	1.78	168
detailed placement	1.79	168
global route	1.54	267
finish	1.53	247
CTS	1.53	254
floorplan	1.33	121
Power and IR drop assume default switching activity.
