## ./config.mk

```make
export PLATFORM = sky130hd
export DESIGN_NAME = ClockExamples
export DESIGN_NICKNAME = ClockExamples
export VERILOG_FILES = /design/flow/design.v
export SDC_FILE = /design/flow/constraint.sdc
export NUM_CORES = 4
export LEC_CHECK = 1
export CORE_AREA = 10 10 107 107
export DIE_AREA = 0 0 117 117
```

## ./constraint.sdc

```tcl
current_design ClockExamples

set clk_period 1.0
set clk_io_pct 0.2

create_clock -name clk0 -period $clk_period [get_ports {clock}]
create_clock -name clk1 -period $clk_period [get_ports {io_alternateClock}]

set non_clock_inputs [all_inputs -no_clocks]
set_input_delay [expr $clk_period * $clk_io_pct] -clock clk0 $non_clock_inputs
set_output_delay [expr $clk_period * $clk_io_pct] -clock clk0 [all_outputs]
```

## ./design.v

```verilog
module ClockExamples(  
  input        clock,  
  input        reset,  
  input  [9:0] io_in,  
  input        io_alternateReset,  
  input        io_alternateClock,  
  output [9:0] io_outImplicit,  
  output [9:0] io_outAlternateReset,  
  output [9:0] io_outAlternateClock,  
  output [9:0] io_outAlternateBoth  
);
  reg [9:0] imp;  
  reg [31:0] _RAND_0;
  reg [9:0] _T_23;  
  reg [31:0] _RAND_1;
  reg [9:0] _T_26;  
  reg [31:0] _RAND_2;
  reg [9:0] _T_29;  
  reg [31:0] _RAND_3;
  assign io_outImplicit = imp;  
  assign io_outAlternateReset = _T_23;  
  assign io_outAlternateClock = _T_26;  
  assign io_outAlternateBoth = _T_29;  
  always @(posedge clock) begin
    if (reset) begin
      imp <= 10'h0;
    end else begin
      imp <= io_in;
    end
    if (io_alternateReset) begin
      _T_23 <= 10'h0;
    end else begin
      _T_23 <= io_in;
    end
  end
  always @(posedge io_alternateClock) begin
    if (reset) begin
      _T_26 <= 10'h0;
    end else begin
      _T_26 <= io_in;
    end
    if (io_alternateReset) begin
      _T_29 <= 10'h0;
    end else begin
      _T_29 <= io_in;
    end
  end
endmodule
```

## ./run.sh

```bash
#!/bin/bash
# OpenROAD 26Q1-2900-gdf79404cd8, Yosys 0.63+post, stock flow scripts
make -C /OpenROAD-flow-scripts/flow DESIGN_CONFIG=/design/flow/config.mk WORK_HOME=/design/flow/orfs finish
```

==> results.toml <==
# physical design summary
[clock_tree]
cts_sinks = 40
ctsHoldBuffers = 0
cts-resized-gates = 84
clk_pin_slew_ns = 0.09
cts_tree = "done"
post_cts_buffers = 0

[route]
wl_um = 2970
vias_per_cell = 2.65
drt-pass1-iter-count = 2
wl_per_cell_um = 12.7
drt.antenna.violating_nets = 0
via_count = 619
diodes = 0
drt_iter0_drc = 12
drc = 0

[pwr]
ir_drop_mv = 0.393
p_leak_nw = 0.678
cellPowerDensity_nw_per_um2 = 1860

[place]
port_buffers = 52
dpl_cell_area_um2 = 1620
dp_slack_ns = -0.0489
dp_hpwl_um = 2330
place_congestion = 0.672

[worst_setup_path]
critPathMaxStageDelay_ns = 0.32
cpMaxStageDelayCell = "dfxtp_1"
cp-end-kind = "primary output"
worstSetupPathType = "reg -> out"
cp.required_ns = 0.80
critical_path.cell_chain = "clkdlybuf4s15_1"
path_max_fanout = 1
cp.arrival_ns = 0.75
cpLargestDelayFamily = "flip-flops"
start_kind = "register"
crit_buf_inv = 1

[timing]
setup_slack_ns = 0.0461
tightestPinTransition_ns = 0.169
max-slew-margin-rel_pct = 88.7
final-hold-violation-count = 0
rsz0062_at_grt = "no"
drv_slew = 0
finalSetupViolCount = 0

[die]
num_io_pins = 54
fp_util_pct = 10.1
die_w_um = 117
fp.dieH_um = 117
dieArea_um2 = 13700
core_um2 = 9200
rows = 35

[yosys]
syn_inst = 60
synth.distinct_cells = 2
top_area_cell = "dfxtp_1"
yosysSeqAreaShare_pct = 86.5
syn_avg_cell_area_um2 = 15.4
yosys_register_bits = 40
synth_chip_area_um2 = 926
yosys-stat-cells = 60
yosysWarnings = 1
area_leaders = "dfxtp_1 86%, nor2b_1 14%"
syn_area_um2 = 926
top_cell_area_share_pct = 86.5

[flow_run]
max_cap_viol_count = 0
warnings = 26

[min_path]
worstHoldStart = "io_in[1]"
hold_depth = 2
holdPathEnd = "imp[1]"
hold_class = "in -> reg"

[finish]
areaGrowthSynthToFinish_pct = 82.6
final_area_um2 = 1690
fill_cells = 994
drive_above_1_share_pct = 23.6
layout_top_cell = "clkdlybuf4s15_1"
fin_util_pct = 18.4
final_layout_top_logic_cells = "33 x clkdlybuf4s15_1, 29 x dfxtp_1, 20 x nor2b_1, 12 x clkdlybuf4s50_1, 11 x dfxtp_2"

[global_route]
grt_pass1_vias = 693
track_usage_pct = 4.12
antenna_found_initial = 0
overflow = 0
grt_pass1_wl_um = 4090
grt_max_degree = 12

[run_status]
status = "finished clean"
synthesized netlist by cell type:
master    n
dfxtp_1  40
nor2b_1  20
sequential cells by signal (all words and copies together) (netlist names):
signal	count
imp	10
_T_29	10
_T_23	10
_T_26	10
where the power goes:
| group | leakage, nW | internal, mW | switching [mW] |
|---|---|---|---|
| clock | 0.0503 | 0.620 | 0.607 |
| combinational | 0.291 | 0.159 | 0.0585 |
| sequential | 0.336 | 1.68 | 0.0200 |
| total | 0.678 | 2.46 | 0.685 |
metrics by stage:
| step | total power [mW] | setup TNS (ns) | hold slack (ns) | instances |
|---|---|---|---|---|
| after floorplan | 1.74 | 0 | 0.280 | 60 |
| after global placement | 2.01 | -0.909 | 0.800 | 227 |
| after detailed placement | 2.01 | -1.09 | 0.803 | 227 |
| after CTS | 3.26 | 0 | 0.510 | 234 |
| after global routing | 3.35 | 0 | 0.518 | 234 |
| final | 3.15 | 0 | 0.513 | 234 |
routing by layer:
layer	part of all wire (%)	GRT usage [%]
met5	0	0
met4	3.6	1.81
met3	9.2	1.08
met2	47	7.09
met1	40	4.71
layout make-up:
cell class	instances	area, um^2	share of cell area [%]
flip-flops and latches	40	815	48.2
repair buffers	56	515	30.5
well taps	111	139	8.22
multi-input cells	20	125	7.40
clock buffers	7	96.3	5.70
worst max-delay path by stage:
stage	from	slack (ns)	to	depth (start not counted)
finish	imp[4]	0.05	io_outImplicit[4]	1
CTS	imp[6]	0.02	io_outImplicit[6]	1
global route	imp[4]	0.0001	io_outImplicit[4]	1
cell families (layout without fill, tap and decap cells):
logic type / count (synthesis) / after routing / synth area share (%)
buffers and inverters: 0 / 63 / 0
DFF: 40 / 40 / 86.5
and+or+nand+nor: 20 / 20 / 13.5
No activity file was given, so power comes from the tool's default toggle rates.
