### ./design.v
module RegisterModule(  
  input         clock,  
  input         reset,  
  input  [11:0] io_in,  
  output [11:0] io_out  
);
  reg [11:0] register;  
  reg [31:0] _RAND_0;
  wire [12:0] _T_12;  
  wire [11:0] _T_13;  
  assign _T_12 = io_in + 12'h1;  
  assign _T_13 = _T_12[11:0];  
  assign io_out = register;  
  always @(posedge clock) begin
    if (reset) begin
      register <= 12'h0;
    end else begin
      register <= _T_13;
    end
  end
endmodule
### ./run.sh
#!/bin/bash
# OpenROAD 26Q1-2900-gdf79404cd8, Yosys 0.63+post, stock flow scripts
make -C /OpenROAD-flow-scripts/flow DESIGN_CONFIG=/design/flow/config.mk WORK_HOME=/design/flow/orfs finish
### ./config.mk
export PLATFORM = sky130hd
export DESIGN_NAME = RegisterModule
export DESIGN_NICKNAME = RegisterModule
export VERILOG_FILES = /design/flow/design.v
export SDC_FILE = /design/flow/constraint.sdc
export NUM_CORES = 4
export LEC_CHECK = 1
export CORE_AREA = 10 10 75 75
export DIE_AREA = 0 0 85 85
### ./constraint.sdc
current_design RegisterModule

set clk_period 1.7
set clk_io_pct 0.2

create_clock -name clk0 -period $clk_period [get_ports {clock}]

set non_clock_inputs [all_inputs -no_clocks]
set_input_delay [expr $clk_period * $clk_io_pct] -clock clk0 $non_clock_inputs
set_output_delay [expr $clk_period * $clk_io_pct] -clock clk0 [all_outputs]
==> notes.md <==
Synthesis and place-and-route results.

- The run finished with clean final reports.
- The DRC violation count after routing is 0.
- The cell count listed in synth_stat.txt is 54.
- After detailed routing, the total wire length is 1570 um.
- The worst hold-check path type is input pin to flip-flop.
- The total overflow left after global routing is 0.
- 26 I/O pins were placed.
- The worst path arrival time is 1.73 ns.
- In this run, the number of DRC markers left after iteration 0 of detailed routing was approximately 70.
- The area recorded from the Yosys report for this design is 513 sq um.
- The starting density of the core is ~13%.
- The remaining max-slew budget at the tightest pin is 85.0%.
- STA classifies the critical path endpoint as a flip-flop.
- The clock tree from TritonCTS is done.
- The max capacitance violation total is 0.
- The via count is 522.
- The average via count per standard cell is roughly 3.6.
- After clock tree synthesis, the clock-pin slew on the worst setup and hold paths is 0.05 ns.
- The registers reported with the highest flop counts are register: 12 flops.
- The number of diodes added for antenna fixing is 0.
- The smallest clock period supported by the final layout is computed as 1.56 ns.
- The pre-CTS setup slack is -0.171 ns.
- The CTS buffer count is 3.
- The all-layer global routing usage is 4.30%.
- The number of hold violations in the final report is 0.
- The first global-routing pass estimated roughly 2500 um of wire.
- The horizontal die size is ~85 um.
- The post-synthesis async set-or-reset flop share is 0%.
- For the pin with the worst max-slew slack, the measured transition is 0.223 ns.
- In this build the clock could be raised as far as 641 MHz.
- The final number of setup-violating endpoints is 0.
- The share of post-route cells with drive strength above 1 is 24.5%.
- The die covers a little over 7000 sq um.
- The number of pins with negative max-slew slack in the final report is 0.
- The initial antenna violation count is 0.
- The core utilization of the finished layout is 24.2%.
- The main flop type after synthesis is sky130_fd_sc_hd__dfxtp_1.
- The area added between synthesis and finish is 91.2%.
- The vertical extent of the die is 85 um.
- register holds more flip-flops than any other register.
- After layout, the worst setup slack is 0.140 ns.
- The warning total across the stage logs is 25.
- The register with the most flip-flops in the layout has 12 of them.
- The number of detailed-routing iterations run before antenna repair is 4.
- The post-route setup TNS is 0 ns.
- Per the post-synthesis report, the number of cells in the design is 54.
- The portion of synthesized cell area occupied by the leading cell type is a little under half.
- Of all cell types, the one taking the most synthesized area is sky130_fd_sc_hd__dfxtp_1.
- The worst voltage drop across the vdd grid is 0.196 mV.
- The number of rows in the core area is 23.
- Post-route period utilization is reported as approximately 90%.
- The critical path endpoint has a required time of 1.87 ns.
- The number of antenna-violating nets in the routed design is 0.
- Setup repair after global routing left no endpoint under its margin.
- The power per cell area is 755 nW/um^2.
- The per-cell routed wire length is 10.9 um.
- Synthesis inferred 12 register bits.
- The clock passes through at most 2 buffers.
- The largest net degree at the start of global routing is 12.
- The total core area is 4060 sq um.
- The yosys warning tally is 1.
- The maximum fanout along the worst path is 9.
- The CTS H-tree depth is 1.
- The netlist uses 20 different library cells.
- The total leakage power is between 0.0003 and 0.0004 uW.
- Counting every sink on the clock net gives 12.
- The number of filler cells placed in the layout is 424.
- The critical path class is input pin to flip-flop.
- The final weighted congestion in routability-driven placement is around 0.69.
- The number of global-route vias before repair came to 519.
- After synthesis, the mean cell area works out to between 9 and 10 sq um.
- The sequential-to-total area share from yosys stat is 46.8%.
- Before any placement, the netlist area is recorded as 513 sq um.
- The post-synth tally of flip-flops with integrated enable is 0.
- Post-CTS timing repair inserted 0 buffers for setup.
- The type of origin of the critical path is an input pin.
- The synthesis report lists the most area-consuming cells as sky130_fd_sc_hd__dfxtp_1, sky130_fd_sc_hd__a21oi_1, sky130_fd_sc_hd__nand4_4, sky130_fd_sc_hd__nand3_1, sky130_fd_sc_hd__o21ai_0.
- Across all hold checks on the routed design, the worst slack comes to between 0.3 and 0.4 ns.
- Clock tree synthesis selected as its root buffer the cell sky130_fd_sc_hd__clkbuf_8.
- The count of input and output buffers is 25.
[path summary, 6_finish.rpt]
kind	start	to	slack, ns	cells after the start
setup / recovery	io_in[5]	register[10]$_SDFF_PP0_	0.14	4
hold / removal	io_in[0]	register[0]$_SDFF_PP0_	0.35	2
[worst max-delay path, cell delays in order]
cell and delay, ns:
sky130_fd_sc_hd__clkdlybuf4s50_1 0.55, sky130_fd_sc_hd__nand4_4 0.17, sky130_fd_sc_hd__or4_1 0.52, sky130_fd_sc_hd__a21oi_1 0.15
[logic make-up (layout without fill, tap and decap cells)]
group           after synthesis  in the layout  synth area share, %
simple gates                 23             23                 29.3
compound gates               12             12                 12.7
flops                        12             12                 46.8
xor+xnor                      3              3                 5.12
buf+inv                       2             42                 1.46
fa+ha+maj                     1              1                 2.44
mux                           1              1                 2.19
[through the flow]
step	area (sq um)	total power (uW)	std cells
final	981	741	144
after global routing	981	783	144
after CTS	967	751	144
after detailed placement	912	442	140
after global placement	912	441	140
after floorplan	513	336	54
[area by class of cell]
type / count / area, sq um / share of cell area, %
timing repair buffer: 37 / 345 / 35.2
multi-input combinational: 40 / 274 / 27.9
clock buffer: 4 / 55.1 / 5.61
sequential: 12 / 240 / 24.5
tap: 50 / 62.6 / 6.38
inverter: 1 / 3.75 / 0.383
[layer usage]
layer / vias to the layer above / wire [um] / global-route usage, %
met3: 2 / 184 / 2.60
met2: 15 / 805 / 7.43
met1: 232 / 567 / 4.33
met5: - / 0 / 0
li1: 273 / - / -
met4: 0 / 17 / 0.898
[Yosys cell counts (2+ instances only)]
cell type	number
sky130_fd_sc_hd__nand2_1	3
sky130_fd_sc_hd__o21ai_0	4
sky130_fd_sc_hd__or3_1	2
sky130_fd_sc_hd__nor2b_1	2
sky130_fd_sc_hd__xor2_1	2
sky130_fd_sc_hd__or4_1	2
sky130_fd_sc_hd__o31ai_1	2
sky130_fd_sc_hd__nor2_1	5
sky130_fd_sc_hd__a21oi_1	6
sky130_fd_sc_hd__dfxtp_1	12
sky130_fd_sc_hd__or3_2	2
sky130_fd_sc_hd__nand3_1	4
[where the power goes]
part | internal, uW | switching [uW]
sequential | 299 | 4.15
combinational | 85.3 | 46.1
clock | 204 | 102
[placed cells by master, fill, tap and decap left out, types with 2 or more instances in the layout]
cell                              count
sky130_fd_sc_hd__or3_2                2
sky130_fd_sc_hd__o21ai_0              4
sky130_fd_sc_hd__nor2b_1              2
sky130_fd_sc_hd__nand2_1              3
sky130_fd_sc_hd__o31ai_1              2
sky130_fd_sc_hd__nor2_1               5
sky130_fd_sc_hd__a21oi_1              6
sky130_fd_sc_hd__dfxtp_1             12
sky130_fd_sc_hd__xor2_1               2
sky130_fd_sc_hd__dlymetal6s2s_1       2
sky130_fd_sc_hd__clkdlybuf4s50_1     23
sky130_fd_sc_hd__or4_1                2
sky130_fd_sc_hd__nand3_1              4
sky130_fd_sc_hd__buf_4               12
sky130_fd_sc_hd__or3_1                2
sky130_fd_sc_hd__clkbuf_8             4
[repair_timing]
item | in CTS | in global routing
hold buffers | 0 | 0
endpoints found under the setup margin | 0 | 2
resized | 0 | 4
Power figures rest on the tool's default switching activity, not on a simulated workload.
